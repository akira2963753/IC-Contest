`./run.sh`:
```
#!/bin/bash
# OpenROAD 26Q1-2900-gdf79404cd8, Yosys 0.63+post, stock flow scripts
make -C /OpenROAD-flow-scripts/flow DESIGN_CONFIG=/design/flow/config.mk WORK_HOME=/design/flow/orfs finish
```
`./config.mk`:
```
export PLATFORM = sky130hd
export DESIGN_NAME = JAM
export DESIGN_NICKNAME = JAM
export VERILOG_FILES = /design/flow/design.v
export SDC_FILE = /design/flow/constraint.sdc
export NUM_CORES = 4
export LEC_CHECK = 1
export CORE_UTILIZATION = 50
```
`./constraint.sdc`:
```
current_design JAM

set clk_period 5.0
set clk_io_pct 0.2

create_clock -name clk0 -period $clk_period [get_ports {CLK}]

set non_clock_inputs [all_inputs -no_clocks]
set_input_delay [expr $clk_period * $clk_io_pct] -clock clk0 $non_clock_inputs
set_output_delay [expr $clk_period * $clk_io_pct] -clock clk0 [all_outputs]
```
`./design.v`:
```
module JAM (
    input CLK,
    input RST,
    output reg [2:0] W,
    output reg [2:0] J,
    input [6:0] Cost,
    output reg [3:0] MatchCount,
    output reg [9:0] MinCost,
    output Valid
);
    parameter [2:0] IDLE = 3'd0, DELAY_CLK = 3'd1, CAL = 3'd2, FIND_PNT = 3'd3, FIND_CPNT =3'd4,SORT = 3'd5, RESULT = 3'd6;
    reg [2:0] state,next_state;
    reg [2:0] n[0:7];
    reg [3:0] cal_counter; 
    reg finish,find_fin,change_fin;
    reg [9:0] sum;
    integer i;
    assign Valid = (state==RESULT);
    always @(posedge CLK or posedge RST) begin
        if(RST) state <= IDLE;
        else state <= next_state;
    end
    always @(*) begin
        case(state)
            IDLE: next_state = DELAY_CLK;
            DELAY_CLK: next_state = CAL;
            CAL: next_state = (cal_counter == 4'd8)? FIND_PNT : CAL;  
            FIND_PNT: 
                if(finish) next_state = RESULT; 
                else if(find_fin) next_state = FIND_CPNT;
                else next_state = FIND_PNT;
            FIND_CPNT: next_state = (change_fin)? SORT:FIND_CPNT;
            SORT: next_state = CAL;
            RESULT: next_state = RESULT;
            default: next_state = IDLE;
        endcase
    end
    always @(posedge CLK) begin
        if(state==IDLE) cal_counter <= 4'd0;
        else if(state==CAL) cal_counter <= cal_counter + 4'd1;
        else cal_counter <= 4'd0;
    end
    always @(cal_counter) begin
        W <= cal_counter;
        J <= n[cal_counter];
    end
    always @(posedge CLK) begin
        case(state)
            CAL: sum <= sum + Cost;
            default: sum <= 10'd0;
        endcase
    end
    always @(posedge CLK) begin
        if(state==IDLE) MinCost <= 10'd0;
        else if(state==CAL && cal_counter==4'd8) begin
            if(MinCost==10'd0) MinCost <= sum;
            else if(sum < MinCost) MinCost <= sum;
            else;
        end
        else;
    end
    always @(posedge CLK) begin
        if(state==IDLE) MatchCount <= 4'd1;
        else if(state==CAL && cal_counter==4'd8 && MinCost != 10'd0) begin
            if(sum == MinCost) MatchCount <= MatchCount + 4'd1;
            else if(sum < MinCost) MatchCount <= 1'b1;
            else;
        end
        else;
    end
    reg [2:0] point;
    reg [2:0] p_counter;
    wire [2:0] p_counter_minus1;
    assign p_counter_minus1 = p_counter - 3'd1;
    always @(posedge CLK) begin  
        if(next_state==FIND_PNT) p_counter <= p_counter - 3'd1;  
        else p_counter <= 3'd7;
    end
    always @(posedge CLK) begin
        if(state==IDLE) {point,find_fin} <= 4'd0;
        else if(next_state==FIND_PNT) begin  
            if(n[p_counter] > n[p_counter_minus1]) begin
                point <= p_counter_minus1;
                find_fin <= 1'b1;
            end
            else;
        end
        else find_fin <= 1'b0;
    end
    always @(posedge CLK) begin
        if(next_state==FIND_PNT&&p_counter==3'd0) finish <= 1'b1;  
        else finish <= 1'b0;
    end
    reg [2:0] c_counter;
    reg [2:0] mini_max;
    reg [2:0] c_point;
    always @(posedge CLK) begin
        if(next_state==FIND_CPNT) c_counter <= c_counter + 3'd1;  
        else c_counter <= 3'd0;
    end
    always @(posedge CLK) begin
        if(state==IDLE) {c_point,mini_max} <= {3'd0,3'd7};
        else if(next_state==FIND_CPNT) begin  
            if(n[point + c_counter] > n[point]) begin
                if(mini_max >= n[point + c_counter]) begin
                    mini_max <= n[point + c_counter];
                    c_point <= point + c_counter;
                end
                else;
            end
            else;
        end
        else mini_max <= 3'd7;
    end
    always @(posedge CLK) begin
        if(state==IDLE) change_fin <= 1'b0;
        else if(next_state==FIND_CPNT && point + c_counter == 3'd7) change_fin <= 1'b1;  
        else if(next_state==FIND_CPNT && (mini_max == n[point] + 3'd1) && mini_max != 3'd7) change_fin <= 1'b1;
        else change_fin <= 1'b0;
    end
    always @(posedge CLK) begin
        if(state==IDLE) for(i=0;i<8;i=i+1) n[i] <= i;
        else if(next_state==SORT) begin
            n[point] <= n[c_point];
            n[c_point] <= n[point];
        end
        else if(state==SORT) begin
            case(point)
                3'd0:begin
                    n[1] <= n[7];
                    n[2] <= n[6];
                    n[3] <= n[5];
                    n[7] <= n[1];
                    n[6] <= n[2];
                    n[5] <= n[3];
                end
                3'd1:begin
                    n[2] <= n[7];
                    n[3] <= n[6];
                    n[4] <= n[5];
                    n[7] <= n[2];
                    n[6] <= n[3];
                    n[5] <= n[4];
                end
                3'd2:begin
                    n[3] <= n[7];
                    n[4] <= n[6];
                    n[7] <= n[3];
                    n[6] <= n[4];
                end
                3'd3:begin
                    n[4] <= n[7];
                    n[5] <= n[6];
                    n[7] <= n[4];
                    n[6] <= n[5];
                end
                3'd4:begin
                    n[5] <= n[7];
                    n[7] <= n[5];
                end
                3'd5:begin
                    n[6] <= n[7];
                    n[7] <= n[6];
                end
                default:;
            endcase
        end
        else;
    end
endmodule
```
==> commit_impl_results.txt <==
Record implementation results from latest flow run

- OpenROAD warnings: 27
- In the Yosys stats the netlist draws on 73 distinct library cells.
* Post-synth ARST share: 0.0843
- Summed over all nets, the half-perimeter wirelength after detailed placement is 13300 um.
* All-layer global routing usage: 0.323
- Area taken by flip-flops and latches: 1940 sq um
- Initial antenna violation count: 0
* Predominant post-synthesis flop cell: sky130_fd_sc_hd__dfxtp_1
- Main area contributors after synthesis: sky130_fd_sc_hd__dfxtp_1 16%, sky130_fd_sc_hd__mux4_2 12%, sky130_fd_sc_hd__edfxtp_1 11%, sky130_fd_sc_hd__ha_1 6.7%, sky130_fd_sc_hd__mux2i_1 5.4%
- Clock sink total: 83
* Number of ports placed on the die boundary: 30
- Average via count per standard cell: 6.49
- Clock Root Buffer: sky130_fd_sc_hd__clkbuf_16
* Crit path time final: roughly 3.8 ns
- Detailed router's first-iteration violation count: 449
- Part of the Yosys area used for sequential elements: 0.305
* # Cells Yosys: 678
- Chip Width: about 110 um
- Leakage power summed over all cells: ~0.0025 uW
- Across the VDD grid, the largest voltage drop is approximately 170 uV.
- The share of the core area taken by cells at floorplan is 0.520.
- FF+latch count, synth: 83
* Final hold violation count: 0
- Library cell with the largest summed area after synthesis: sky130_fd_sc_hd__dfxtp_1
- Hold-fix buffers at CTS: 0
- Synthesis produced a netlist whose cell count is 678.
* Number of global-route vias before repair: 5404
* Clk pin slew, worst setup/hold paths: 0.07 ns
- Logic area: 4040 sq um
- CP Capture Type: register
- CP Launch Type: register
* CTS tree: built
- Clock latency of the later-clocked register in the worst-skew pair: ~0.35 ns
- The final timing summary puts the cycle share of the worst path at 0.768.
- Maximum buffer depth of the clock tree: 2
* Largest clock skew in the final design: approximately 0.0088 ns
- According to the floorplan report, the die height is 115 um.
- Antenna violation net count after detailed routing: 0
* Area delta synth->final: 10.8%
- Per the detailed placement report, the placed cell area equals around 6700 sq um.
- The OpenROAD report gives the critical path a required time of about 5.2 ns.
* Dominant logic cell type in the layout: sky130_fd_sc_hd__dfxtp_1
- For reference, the placement row count at floorplan is 40.
- The clock H-tree reported by CTS has 3 levels.
* Setup Fix Bufs, Post-CTS: 0
- According to the report, the first pass of detailed routing completed in 5 iterations.
* Achievable frequency: 261 MHz
- EDFF count, synth: 24
- Maximum number of pins on one net before global-route repair: 43
- Highest-count cells in the layout ignoring fill and taps: 52 x sky130_fd_sc_hd__dfxtp_1, 48 x sky130_fd_sc_hd__nor2_1, 42 x sky130_fd_sc_hd__a21oi_1
- Counting tap cells, the placed design contains a total of between 800 and 900 instances.
* Post-CTS sizing: 0
- Final Instance Area: 7030 sq um
* Worst hold slack: 0.460 ns
* Relative slew slack: 0.331
- Routed wire per std cell: 22.3 um
* Crit path DAT: 4.06 ns
- Vias: about 5500
- RePlAce ended its routability-driven mode at a weighted congestion of 0.967.
- Per the final layout report, the fraction of cells sized above drive strength 1 comes to 0.135.
- Number of antenna diodes: 0
- Final-layout fill cell count: 1086
* Total Die Area: 13100 sq um
* TritonCTS buffer count: 9
- Pins Over Slew Limit: 0
- The first global-routing pass estimated just over 30000 um of wire.
- Overflow left after global routing: 0
* Worst slew pin tran: 0.978 ns
- The type recorded for the worst min-delay path is reg -> reg.
- Per the detailed-route log, wirelength across all metal layers totals 19000 um.
* Post-synth design cell area: 6340 sq um
- Max-cap violation count: 0
* Count of final setup violators: 0
- The flow ran to the end, and the final reports show no timing, DRC or antenna violations.
- Counting the warning lines in the Yosys log gives 1.
- Synthesis area per yosys: 6340 sq um
- As logged by OpenROAD, the buffers inserted on ports number 29.
- The DRC violation total left in the routed layout is recorded as 0.
- Each instance of the synthesized netlist takes up on average 9.36 sq um.
* Area share of the leading cell type in the synthesized netlist: 0.164
- The flow reported a cell area power density of 411 nW/um^2.
- For the final routed database, the setup TNS stands at 0 ns.
- Core Area: 12200 sq um
- Layout Cells excl Fill: ~850
- Setup repair after global routing left no endpoint under its margin.
- The design draws 2890 uW.
* Critical-path maximum fanout: 8
- Type of the worst setup path: reg -> reg
-- critical path, cell delays in order (launching register included) --
cell                       delay, ns
sky130_fd_sc_hd__dfxtp_1        0.36
sky130_fd_sc_hd__ha_1           0.15
sky130_fd_sc_hd__inv_1          0.04
sky130_fd_sc_hd__fa_1           0.37
sky130_fd_sc_hd__xnor2_1        0.62
sky130_fd_sc_hd__xnor2_1        0.32
sky130_fd_sc_hd__or2_2          0.36
sky130_fd_sc_hd__a21oi_1        0.19
sky130_fd_sc_hd__inv_1          0.08
sky130_fd_sc_hd__ha_1           0.27
sky130_fd_sc_hd__a21oi_1        0.13
sky130_fd_sc_hd__nor2b_1        0.07
sky130_fd_sc_hd__o211ai_1       0.39
sky130_fd_sc_hd__mux2i_1        0.26
sky130_fd_sc_hd__nor2_1         0.07
-- layout make-up --
class | count | share of cell area
well taps | 168 | 0.0299
multi-input cells | 503 | 0.575
repair buffers | 40 | 0.0530
inverters | 41 | 0.0219
flip-flops and latches | 83 | 0.276
clock buffers | 10 | 0.0340
clock inverters | 6 | 0.0109
-- final timing paths --
check | startpoint | end | slack [ns] | depth (start not counted)
max | c_counter[0]$_SDFF_PN0_ | register | 1.16 | 14
min | c_counter[0]$_SDFF_PN0_ | c_counter[0]$_SDFF_PN0_ | 0.46 | 1
max reg2reg | c_counter[0]$_SDFF_PN0_ | register | 1.16 | 14
min reg2reg | c_counter[0]$_SDFF_PN0_ | c_counter[0]$_SDFF_PN0_ | 0.46 | 1
max in group asynchronous | RST | state[0]$_DFF_PP1_ | 3.85 | 2
min in group asynchronous | RST | state[3]$_DFF_PP0_ | 0.88 | 2
-- registers in the layout (all words and copies together), names as in the netlist, named ones only --
register and count:
MatchCount 4, MinCost 10, c_counter 3, c_point 3, cal_counter 4, change_fin 1, find_fin 1, finish 1
mini_max 3, n 24, p_counter 3, point 3, state 7, sum 10
-- synth_stat cells, types with 4 or more instances --
| cell | n |
|---|---|
| sky130_fd_sc_hd__a211oi_1 | 9 |
| sky130_fd_sc_hd__a21o_1 | 4 |
| sky130_fd_sc_hd__a21oi_1 | 42 |
| sky130_fd_sc_hd__a22oi_1 | 7 |
| sky130_fd_sc_hd__a311oi_1 | 4 |
| sky130_fd_sc_hd__a31oi_1 | 7 |
| sky130_fd_sc_hd__a32oi_1 | 8 |
| sky130_fd_sc_hd__and2_1 | 6 |
| sky130_fd_sc_hd__and3_1 | 4 |
| sky130_fd_sc_hd__and3b_1 | 4 |
| sky130_fd_sc_hd__clkbuf_1 | 42 |
| sky130_fd_sc_hd__dfrtp_1 | 6 |
| sky130_fd_sc_hd__dfxtp_1 | 52 |
| sky130_fd_sc_hd__edfxtp_1 | 24 |
| sky130_fd_sc_hd__ha_1 | 34 |
| sky130_fd_sc_hd__inv_1 | 41 |
| sky130_fd_sc_hd__mux2_2 | 11 |
| sky130_fd_sc_hd__mux2i_1 | 34 |
| sky130_fd_sc_hd__mux4_2 | 35 |
| sky130_fd_sc_hd__nand2_1 | 41 |
| sky130_fd_sc_hd__nand2b_1 | 12 |
| sky130_fd_sc_hd__nand3_1 | 22 |
| sky130_fd_sc_hd__nand3b_1 | 4 |
| sky130_fd_sc_hd__nand4_1 | 6 |
| sky130_fd_sc_hd__nor2_1 | 48 |
| sky130_fd_sc_hd__nor2b_1 | 12 |
| sky130_fd_sc_hd__nor3_1 | 9 |
| sky130_fd_sc_hd__nor3_2 | 5 |
| sky130_fd_sc_hd__nor3b_1 | 4 |
| sky130_fd_sc_hd__nor4_1 | 5 |
| sky130_fd_sc_hd__o211ai_1 | 4 |
| sky130_fd_sc_hd__o21ai_0 | 32 |
| sky130_fd_sc_hd__o22ai_1 | 16 |
| sky130_fd_sc_hd__o311ai_0 | 4 |
| sky130_fd_sc_hd__o32ai_1 | 4 |
| sky130_fd_sc_hd__or2_2 | 5 |
| sky130_fd_sc_hd__or3_1 | 6 |
| sky130_fd_sc_hd__xnor2_1 | 10 |
-- kinds of logic (layout without fill, tap and decap cells) --
group / count (synthesis) / count (layout) / share of synthesized area
compound gates: 173 / 173 / 0.182
xor+xnor: 13 / 13 / 0.0179
fa+ha+maj: 36 / 36 / 0.0734
buf+inv: 92 / 97 / 0.0578
flops: 83 / 83 / 0.305
mux: 81 / 81 / 0.199
other cells: 1 / 1 / 0.000591
simple gates: 199 / 199 / 0.164
-- power by group --
group | switching (uW) | total, uW | leakage [uW] | internal, uW
combinational | 680 | 1260 | 0.00163 | 578
sequential | 138 | 917 | 0.000726 | 779
clock | 305 | 717 | 0.000158 | 412
-- metal layers --
metal	GRT usage	wire length, um	part of all wire	vias to the layer above
li1	-	-	-	2566
met1	0.452	7670	0.40	2592
met2	0.507	8720	0.46	287
met3	0.0755	1590	0.084	74
met4	0.127	991	0.052	0
met5	0	0	0	-
-- stage by stage --
stage / worst slack [ns] / util
2_1_floorplan: 1.25 / -
3_3_place_gp: 1.32 / 0.550
3_5_place_dp: 1.25 / 0.550
4_1_cts: 1.18 / 0.576
5_1_grt: 0.833 / 0.576
6_report: 1.16 / 0.576
No activity file was given, so power comes from the tool's default toggle rates.
