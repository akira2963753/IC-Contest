### design.v
module LASER (
input CLK,
input RST,
input [3:0] X,
input [3:0] Y,
output reg [3:0] C1X,
output reg [3:0] C1Y,
output reg [3:0] C2X,
output reg [3:0] C2Y,
output DONE);
parameter [2:0] IDLE=3'd0,Delay1clk=3'd1,Read=3'd2,FindCircle1=3'd3,FindCircle2=3'd4,Circle1Fix=3'd5,Circle2Fix=3'd6,Finish=3'd7;
reg [2:0] state,next_state;
reg [3:0] obj_x[0:39];
reg [3:0] obj_y[0:39];
reg [5:0] read_counter;
wire [3:0] x_diff1;
wire [3:0] x_diff2;
wire [3:0] y_diff1;
wire [3:0] y_diff2;
reg [5:0] point_counter;
reg [5:0] coverage[0:255];
reg [8:0] circle_counter;
reg [8:0] circle_counter2;
integer i;
reg [4:0] counter;
reg [5:0] temp;
reg [3:0] fix_counter;
reg [5:0] Max_cover;
reg [3:0] Max_C1X;
reg [3:0] Max_C1Y;
reg [3:0] Max_C2X;
reg [3:0] Max_C2Y;
assign x_diff1 = (C1X >= obj_x[point_counter])? C1X - obj_x[point_counter] : obj_x[point_counter] - C1X;
assign y_diff1 = (C1Y >= obj_y[point_counter])? C1Y - obj_y[point_counter] : obj_y[point_counter] - C1Y;
assign x_diff2 = (C2X >= obj_x[point_counter])? C2X - obj_x[point_counter] : obj_x[point_counter] - C2X;
assign y_diff2 = (C2Y >= obj_y[point_counter])? C2Y - obj_y[point_counter] : obj_y[point_counter] - C2Y;
assign DONE = (next_state==Finish);
always @(posedge CLK or posedge RST) begin
    if(RST) state <= IDLE;
    else state <= next_state;
end
always @(*) begin
    case(state)
        IDLE: next_state = (read_counter==6'd39)? FindCircle1 : IDLE;
        FindCircle1: next_state = (circle_counter==9'd256)? FindCircle2 : FindCircle1;
        FindCircle2: next_state = (circle_counter2==9'd256)? Circle1Fix : FindCircle2;
        Circle1Fix: next_state = (counter==5'd16)? Circle2Fix:Circle1Fix;
        Circle2Fix: begin
            if(fix_counter==4'd6) next_state = Finish;
            else next_state = (counter==5'd16)? Circle1Fix : Circle2Fix;
        end
        Finish: next_state = IDLE;
        default: next_state = IDLE;
    endcase
end
always @(posedge CLK or posedge RST) begin
    if(RST) read_counter <= 6'd0;
    else if(state==IDLE) read_counter <= read_counter + 6'd1;
    else read_counter <= 6'd0;
end
always @(posedge CLK) begin
    if(state==IDLE) begin
        obj_x[read_counter] <= X;
        obj_y[read_counter] <= Y;
    end
    else;
end
always @(posedge CLK or posedge RST) begin
    if(RST) point_counter <= 6'd0;
    else if(state==FindCircle1) point_counter <= (point_counter==6'd40)? 6'd0 : point_counter + 6'd1;  
    else if(state==FindCircle2) point_counter <= (point_counter==6'd40)? 6'd0 : point_counter + 6'd1;  
    else if(state==Circle1Fix&&(counter % 4'd2 != 4'd0)) point_counter <= (point_counter==6'd39)? 6'd0 : point_counter + 6'd1;
    else if(state==Circle2Fix&&(counter % 4'd2 != 4'd0)) point_counter <= (point_counter==6'd39)? 6'd0 : point_counter + 6'd1;
    else point_counter <= 6'd0;
end
always @(posedge CLK or posedge RST) begin
    if(RST) circle_counter <= 9'd0;
    else if(state==IDLE) circle_counter <= 9'd0;
    else if(state==FindCircle1&&point_counter==6'd39) circle_counter <= circle_counter + 9'd1;
    else;
end
always @(posedge CLK or posedge RST) begin
    if(RST) circle_counter2 <= 9'd0;
    else if(state==IDLE) circle_counter2 <= 9'd0;
    else if(state==FindCircle2&&point_counter==6'd39) circle_counter2 <= circle_counter2 + 9'd1;
    else;
end
always @(posedge CLK or posedge RST) begin
    if(RST) {C1X,C1Y,C2X,C2Y} <= 16'd0;
    else if(state==IDLE) {C1X,C1Y,C2X,C2Y} <= 16'd0;
    else if(state==FindCircle1&&next_state!=FindCircle2) begin 
        if(circle_counter <= 9'd15) begin
            C1X <= circle_counter;
            C1Y <= 4'd0;
        end
        else begin
            C1X <= circle_counter % 9'd16;
            C1Y <= circle_counter / 9'd16;           
        end
    end
    else if(state==FindCircle2&&next_state!=Circle1Fix) begin
        if(circle_counter2 <= 9'd15) begin
            C2X <= circle_counter2;
            C2Y <= 4'd0;
        end
        else begin
            C2X <= circle_counter2 % 9'd16;
            C2Y <= circle_counter2 / 9'd16;           
        end     
    end
    else if(state==Circle1Fix&&point_counter==6'd0&&next_state!=Circle2Fix) begin
        case(counter)
            5'd0:begin
                C1X <= C1X - 4'd1;
                C1Y <= C1Y - 4'd1;
            end
            5'd2:C1X <= C1X + 4'd1;
            5'd4:C1X <= C1X + 4'd1;
            5'd6:C1Y <= C1Y + 4'd1;
            5'd8:C1Y <= C1Y + 4'd1;
            5'd10:C1X <= C1X - 4'd1;
            5'd12:C1X <= C1X - 4'd1;
            5'd14:C1Y <= C1Y - 4'd1;
            default:;
        endcase
    end
    else if(state==Circle2Fix&&point_counter==6'd0&&(next_state!=Circle1Fix||next_state!=Finish)) begin
        case(counter)
            5'd0:begin
                C2X <= C2X - 4'd1;
                C2Y <= C2Y - 4'd1;
            end
            5'd2:C2X <= C2X + 4'd1;
            5'd4:C2X <= C2X + 4'd1;
            5'd6:C2Y <= C2Y + 4'd1;
            5'd8:C2Y <= C2Y + 4'd1;
            5'd10:C2X <= C2X - 4'd1;
            5'd12:C2X <= C2X - 4'd1;
            5'd14:C2Y <= C2Y - 4'd1;
            default:;
        endcase
    end
    else if(next_state==FindCircle2) {C1X,C1Y} <= {Max_C1X,Max_C1Y};
    else if(next_state==Circle1Fix) {C2X,C2Y} <= {Max_C2X,Max_C2Y};
    else if(next_state==Circle2Fix) {C1X,C1Y} <= {Max_C1X,Max_C1Y};
    else if(next_state==Finish) {C1X,C1Y,C2X,C2Y} <= {Max_C1X,Max_C1Y,Max_C2X,Max_C2Y};
    else;
end
always @(posedge CLK or posedge RST) begin
    if(RST) for(i=0;i<225;i=i+1) coverage[i] <= 6'd0;
    else if(state==IDLE) for(i=0;i<225;i=i+1) coverage[i] <= 6'd0;
    else if(state==FindCircle1) begin
        if(x_diff1*x_diff1 + y_diff1*y_diff1 <= 13'd16) coverage[circle_counter] <= coverage[circle_counter] + 6'd1;
        else;
    end
    else if(state==FindCircle2) begin
        if(x_diff1*x_diff1 + y_diff1*y_diff1 > 13'd16) begin
            if(x_diff2*x_diff2 + y_diff2*y_diff2 <= 13'd16) coverage[circle_counter2] <= coverage[circle_counter2] + 6'd1;
            else;
        end
        else;
    end
    else;
end
always @(posedge CLK or posedge RST) begin
    if(RST) begin
        Max_cover <= 6'd0;
        {Max_C1X,Max_C1Y,Max_C2X,Max_C2Y} <= 16'd0;
    end
    else if(state==IDLE) begin
	Max_cover <= 6'd0;
	{Max_C1X,Max_C1Y,Max_C2X,Max_C2Y} <= 16'd0;
    end
    else if(state==FindCircle1 && point_counter==6'd39) begin  
        if(coverage[circle_counter] >= Max_cover) begin
            Max_cover <= coverage[circle_counter];
            Max_C1X <= C1X;
            Max_C1Y <= C1Y;
        end
        else;
    end
    else if(state==FindCircle2 && point_counter==6'd39) begin  
        if(coverage[circle_counter2] >= Max_cover) begin
            Max_cover <= coverage[circle_counter2];
            Max_C2X <= C2X;
            Max_C2Y <= C2Y;
        end
        else;
    end
    else if(state==Circle1Fix&&(counter % 6'd2 == 6'd0)) begin
        if(Max_cover <= temp) begin
            Max_cover <= temp;
            Max_C1X <= C1X;
            Max_C1Y <= C1Y;
        end
        else;
    end
    else if(state==Circle2Fix&&(counter % 6'd2 == 6'd0)) begin
        if(Max_cover <= temp) begin
            Max_cover <= temp;
            Max_C2X <= C2X;
            Max_C2Y <= C2Y;
        end
        else;
    end
    else;
end
always @(posedge CLK or posedge RST) begin
    if(RST) counter <= 6'd0;
    else if(state==IDLE) counter <= 6'd0;
    else if(state==Circle1Fix&&(counter % 6'd2 == 6'd0)) counter <= (counter==5'd16)? 5'd0 : counter + 6'd1;
    else if(state==Circle1Fix&&point_counter==6'd39) counter <= counter + 6'd1;
    else if(state==Circle2Fix&&(counter % 6'd2 == 6'd0)) counter <= (counter==5'd16)? 5'd0 : counter + 6'd1;
    else if(state==Circle2Fix&&point_counter==6'd39) counter <= counter + 6'd1;
    else;
end
always @(posedge CLK) begin
    if(RST) temp <= 6'd0;
    else if(state==IDLE) temp <= 6'd0;
    else if(state==Circle1Fix&&(counter % 6'd2 != 6'd0)) begin
        if(x_diff1*x_diff1 + y_diff1*y_diff1 <= 13'd16) begin
            temp <= temp + 6'd1;
        end
        else begin
            if(x_diff2*x_diff2 + y_diff2*y_diff2 <= 13'd16) begin
                temp <= temp + 6'd1;
            end
        end
    end
    else if(state==Circle2Fix&&(counter % 6'd2 != 6'd0)) begin
        if(x_diff1*x_diff1 + y_diff1*y_diff1 <= 13'd16) begin
            temp <= temp + 6'd1;
        end
        else begin
            if(x_diff2*x_diff2 + y_diff2*y_diff2 <= 13'd16) begin
                temp <= temp + 6'd1;
            end
        end
    end
    else temp <= 6'd0;
end
always @(posedge CLK or posedge RST) begin
    if(RST) fix_counter <= 2'd0;
    else if(state==IDLE) fix_counter <= 2'd0;
    else if(state==Circle2Fix&&counter==5'd16) fix_counter <= fix_counter + 4'd1;
    else; 
end
endmodule
### constraint.sdc
current_design LASER

set clk_period 42.1
set clk_io_pct 0.2

create_clock -name clk0 -period $clk_period [get_ports {CLK}]

set non_clock_inputs [all_inputs -no_clocks]
set_input_delay [expr $clk_period * $clk_io_pct] -clock clk0 $non_clock_inputs
set_output_delay [expr $clk_period * $clk_io_pct] -clock clk0 [all_outputs]
### run.sh
#!/bin/bash
# OpenROAD 26Q1-2900-gdf79404cd8, Yosys 0.63+post, stock flow scripts
make -C /OpenROAD-flow-scripts/flow DESIGN_CONFIG=/design/flow/config.mk WORK_HOME=/design/flow/orfs finish
### config.mk
export PLATFORM = sky130hd
export DESIGN_NAME = LASER
export DESIGN_NICKNAME = LASER
export VERILOG_FILES = /design/flow/design.v
export SDC_FILE = /design/flow/constraint.sdc
export NUM_CORES = 4
export LEC_CHECK = 1
export CORE_UTILIZATION = 50
==> flow_summary.json <==
{
  "hpwl_microns": 832000,
  "synth_seq_share": 0.466,
  "synth_area_leader_cell": "dfrtp_1",
  "grt_pass1_vias": 147538,
  "gr-total-overflow": 34620,
  "ys_cells": 11581,
  "syn_area_sq_um": 110000,
  "fp_util": 0.504,
  "cts-resized-gates": 0,
  "h-tree-depth": 4,
  "post_cts_buffers": 0,
  "rows": 171,
  "cts_root_buf": "clkbuf_16",
  "ys_types": 110,
  "synthArstFlopShare": 0.737,
  "synthCells": 11581,
  "postCtsHoldBufs": 0,
  "grt_pass1_wl_microns": 1580000,
  "die-width_microns": 471,
  "gp_congestion": 1.86,
  "lastStage": "global routing (5_1_grt)",
  "grt_max_degree": 130,
  "top_cell_area_share": 0.326,
  "io_buffers": 26,
  "ys_top_cells_by_area": "dfrtp_1, edfxtp_1, nand2_1, o21ai_0, a22oi_1",
  "synth_warnings": 2,
  "error": "[ERROR GRT-0116] Global routing finished with congestion. Check the congestion regions in the DRC Viewer.",
  "synth-seq-cells": 1945,
  "synthFlopType": "dfrtp_1",
  "edf_count": 506,
  "pin_count": 27,
  "track_usage": 1.14,
  "cts_buffers": 208,
  "status": "stopped before the end",
  "yosys_area_sq_um": 110000,
  "cts_sinks": 1945,
  "die_height_microns": 471,
  "dp_cells": 14298,
  "syn_avg_cell_area_sq_um": 9.49,
  "clk_path_buf_depth": 3
}
[synthesized netlist by cell type (79+ instances only)]
master / n
clkbuf_1: 888
buf_2: 195
o21ai_0: 925
buf_1: 169
and3_1: 79
a221oi_1: 197
nor4_1: 143
a22oi_1: 507
nand3_1: 723
nand4_1: 227
a211oi_1: 111
mux4_2: 97
edfxtp_1: 506
dfrtp_1: 1432
a22o_1: 152
nand2_1: 1625
mux2i_1: 99
ha_1: 107
o41ai_1: 88
or2_2: 97
a32oi_1: 219
inv_1: 136
nor2_1: 548
o22ai_1: 148
nor3_1: 137
o31ai_1: 441
a21oi_1: 233
a31oi_1: 96
[through the flow]
stage               area, sq um  setup WS [ns]
global placement         118000          28.52
CTS                      126000          29.07
detailed placement       118000          28.42
floorplan                110000          13.85
[routing by layer]
| layer | GRT overflow | global-route usage |
|---|---|---|
| met2 | 18124 | 1.32 |
| met4 | 3760 | 0.965 |
| met3 | 4245 | 1.04 |
| met5 | 476 | 0.971 |
| met1 | 8015 | 1.14 |
[cells by family after synthesis]
group	Yosys count	synth area share
AND-OR/OR-AND	3682	0.242
flip-flops	1945	0.466
adder cells (fa/ha/maj)	142	0.0186
XOR/XNOR	64	0.00524
buffers and inverters	1458	0.0549
multiplexers	275	0.0370
AND/OR/NAND/NOR	4015	0.176
