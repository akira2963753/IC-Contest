**design/flow/run.sh**
```bash
#!/bin/bash
# OpenROAD 26Q1-2900-gdf79404cd8, Yosys 0.63+post, stock flow scripts
make -C /OpenROAD-flow-scripts/flow DESIGN_CONFIG=/design/flow/config.mk WORK_HOME=/design/flow/orfs finish
```
**design/flow/config.mk**
```make
export PLATFORM = sky130hd
export DESIGN_NAME = geofence
export DESIGN_NICKNAME = geofence
export VERILOG_FILES = /design/flow/design.v
export SDC_FILE = /design/flow/constraint.sdc
export NUM_CORES = 4
export LEC_CHECK = 1
export CORE_UTILIZATION = 40
```
**design/flow/constraint.sdc**
```tcl
current_design geofence

set clk_period 29.1
set clk_io_pct 0.2

create_clock -name clk0 -period $clk_period [get_ports {clk}]

set non_clock_inputs [all_inputs -no_clocks]
set_input_delay [expr $clk_period * $clk_io_pct] -clock clk0 $non_clock_inputs
set_output_delay [expr $clk_period * $clk_io_pct] -clock clk0 [all_outputs]
```
**design/flow/design.v**
```verilog
module geofence( clk,reset,X,Y,valid,is_inside);
input clk;
input reset;  
input [9:0] X; 
input [9:0] Y;
output reg valid;  
output reg is_inside;  
parameter [2:0] IDLE = 3'd0,Geofence = 3'd1,Sort = 3'd2,Cal_IsInside = 3'd3,Delay1clk = 3'd4;
reg [2:0] state,next_state;
reg [9:0] object_X,object_Y;
reg [9:0] geofence_X[0:5],geofence_Y[0:5];
reg [2:0] geofence_counter,Cal_IsInside_counter;  
reg [1:0] inner_counter,outer_counter;  
wire [2:0] counter_A,counter_B,counter_cal_A,counter_cal_B;  
reg signed [10:0] vectorA_x,vectorB_x,vectorA_y,vectorB_y;
wire signed [20:0] AxBy,BxAy;
assign AxBy = vectorA_x*vectorB_y;
assign BxAy = vectorB_x*vectorA_y;
assign counter_A = inner_counter + 3'd1;  
assign counter_B = inner_counter + 3'd2;  
assign counter_cal_A = Cal_IsInside_counter; 
assign counter_cal_B = (Cal_IsInside_counter == 3'd5)? 3'd0 : Cal_IsInside_counter + 3'd1;
always @(posedge clk or posedge reset) begin
    if(reset) state <= IDLE;
    else state <= next_state;
end
always @(*) begin
    case(state)
        IDLE : next_state = Geofence;
        Geofence : next_state = (geofence_counter == 3'd6)? Sort : Geofence;
        Sort : next_state = (outer_counter == 2'd3)? Cal_IsInside : Sort;   
        Cal_IsInside : next_state = (Cal_IsInside_counter == 3'd6)? Delay1clk : Cal_IsInside;
        Delay1clk : next_state = IDLE;
        default : next_state = IDLE;
    endcase
end
always @(posedge clk) begin
    if(state == IDLE) {object_X,object_Y} <= {X,Y};
    else;
end
always @(posedge clk) begin
    if(state == Geofence) geofence_counter <= geofence_counter + 3'd1;
    else geofence_counter <= 3'd0;  
end
always @(posedge clk) begin
    if(state == Geofence) {geofence_X[geofence_counter],geofence_Y[geofence_counter]} <= {X,Y};
    else if(state == Sort) begin
        if(AxBy > BxAy) begin  
            geofence_X[counter_A] <= geofence_X[counter_B];
            geofence_Y[counter_A] <= geofence_Y[counter_B];
            geofence_X[counter_B] <= geofence_X[counter_A];
            geofence_Y[counter_B] <= geofence_Y[counter_A];
        end
        else;
    end
    else;
end
always @(posedge clk) begin
    if(state == Sort) inner_counter <= (inner_counter == (2'd3 - outer_counter))? 2'd0 : inner_counter + 2'd1;
    else inner_counter <= 2'd0; 
end
always @(posedge clk) begin
    if(state == Sort) begin
        if(inner_counter == (2'd3 - outer_counter)) outer_counter <= outer_counter + 2'd1;
        else;
    end
    else outer_counter <= 2'd0;
end
always @(*) begin
    if(state == Sort) begin
        vectorA_x = geofence_X[0] - geofence_X[counter_A];
        vectorA_y = geofence_Y[0] - geofence_Y[counter_A];
        vectorB_x = geofence_X[0] - geofence_X[counter_B];
        vectorB_y = geofence_Y[0] - geofence_Y[counter_B];
    end
    else if(state == Cal_IsInside) begin
        vectorA_x = geofence_X[counter_cal_A] - object_X;
        vectorA_y = geofence_Y[counter_cal_A] - object_Y;
        vectorB_x = geofence_X[counter_cal_B] - geofence_X[counter_cal_A];
        vectorB_y = geofence_Y[counter_cal_B] - geofence_Y[counter_cal_A];
    end
    else {vectorA_x,vectorA_y,vectorB_x,vectorB_y} = 44'd0;
end
always @(posedge clk) begin
    if(state == Cal_IsInside) Cal_IsInside_counter <= Cal_IsInside_counter + 3'd1;
    else Cal_IsInside_counter <= 3'd0;
end
reg [5:0] match_array;
always @(posedge clk)begin
    if(state == Cal_IsInside) begin
        if(AxBy > BxAy) match_array[Cal_IsInside_counter] <= 1'b1; 
        else match_array[Cal_IsInside_counter] <= 1'b0;
    end
    else;
end
always @(posedge clk or posedge reset) begin
    if(reset) {valid,is_inside} <= 2'd0;
    else if(state == Cal_IsInside && Cal_IsInside_counter == 3'd6) begin
        valid <= 1'b1;
        if( match_array[0] == 1'd0 && match_array[1] == 1'd0 && match_array[2] == 1'd0 && match_array[3] == 1'd0 && match_array[4] == 1'd0 && match_array[5] == 1'd0 ) is_inside <= 1'd1;
		else if( match_array[0] == 1'd1 && match_array[1] == 1'd1 && match_array[2] == 1'd1 && match_array[3] == 1'd1 && match_array[4] == 1'd1 && match_array[5] == 1'd1 ) is_inside <= 1'd1;
		else is_inside <= 1'd0;
    end
    else {valid,is_inside} <= 2'd0;
end
endmodule
```
==> results.json <==
{
  "antenna_found_initial": 0,
  "vias": 16700,
  "warnings": 33,
  "grt_pass1_wl_mm": 94.1,
  "synth_warnings": 1,
  "post-route-util_pct": 43.8,
  "power.total_uw": 489,
  "synth.top_cell.area_share_pct": 21.2,
  "fin_skew_ns": 0.00667,
  "cts_setup_buffers": 0,
  "h-tree-depth": 4,
  "edf_count": 146,
  "wl_mm": 59.0,
  "min_to": "state[0]$_DFF_PP1_",
  "die.size.y_um": 237,
  "die_x_um": 237,
  "synth.avg_cell_area_um2": 9.20,
  "finalClockPeriodUsage_pct": 45.5,
  "top_area_cell": "fa_1",
  "common_cells": "inv_1, nor2_1, fa_1",
  "powerDensity_nw_per_um2": 20.6,
  "rows": 85,
  "tightest_slew_ns": 0.932,
  "reg2reg_from": "state[2]$_DFF_PP0_",
  "first_global_vias": 17000,
  "fmax_mhz": 75.4,
  "first_pass_iters": 6,
  "place_congestion": 0.941,
  "n_antenna_cell": 0,
  "cts_hold_buf": 0,
  "max-slew-margin-rel_pct": 37.9,
  "synth_cells": 2397,
  "yosys-stat-area_um2": 22100,
  "area_growth_pct": 7.59,
  "clk_path_buf_depth": 2,
  "adder_share_pct": 32.8,
  "ys.flop_type": "edfxtp_1",
  "hp-class": "reg2reg",
  "synthSimpleGateAreaFrac_pct": 12.7,
  "compound_area_share_pct": 13.1,
  "grtUsageTotal_pct": 22.9,
  "mux_share_pct": 7.34,
  "cts_resized": 0,
  "clock-sinks": 162,
  "slowest_stage": "buf_4",
  "core_area_um2": 54100,
  "critical_path_class": "reg2reg",
  "topCellsByArea": "fa_1, edfxtp_1, ha_1, inv_1, a21oi_1",
  "io_pins": 24,
  "wl_per_cell_um": 19.0,
  "synth-async-reset-ratio_pct": 3.70,
  "clk_pin_slew_ns": 0.07,
  "min_from": "state[1]$_DFF_PP0_",
  "drv_cap": 0,
  "clock-root-buffer": "clkbuf_16",
  "cp.required_ns": 29.29,
  "critPathMaxStageDelay_ns": 0.70,
  "tns_ns": 0,
  "drive_gt1_share_pct": 7.53,
  "xor_area_share_pct": 4.05,
  "seq_area_frac_synth_pct": 21.5,
  "p_leak_uw": 0.0106,
  "timing.final.ws_setup_ns": 15.85,
  "drcViolationCount": 0,
  "ys_cells": 2397,
  "grt_overflow_total": 0,
  "rsz0062_at_grt": "false",
  "top_cell": "inv_1",
  "min_path_cells": 0,
  "dp_worst_setup_slack_ns": 15.82,
  "synth.distinct_cells": 71,
  "netlist_area_um2": 22100,
  "peakVddDrop_mv": 0.0402,
  "grt_max_degree": 68,
  "clkLatencyLatePin_ns": 0.44,
  "drv_slew": 0,
  "fp_util_pct": 40.7,
  "netlist_logic_family_top": "adder cells",
  "place.port_buffers": 23,
  "place_area_um2": 23100,
  "numSynthFlops": 162,
  "drt_iter0_drc": 1268,
  "regToRegEndpoint": "geofence_X[1][5]$_DFFE_PP_",
  "die_area_um2": 56100,
  "ant_nets": 0,
  "final_hold_viol_count": 0,
  "status": "complete, no violations",
  "setup_viol": 0,
  "worstPathArrival_ns": 13.45,
  "reg2reg_depth": 44,
  "finalInstanceArea_um2": 23700,
  "end_kind": "register",
  "dp_hpwl_mm": 46.4,
  "worstPathMaxFanout": 67,
  "start_kind": "register",
  "ff2ff_setup_slack_ns": 15.85,
  "post-route-min-period_ns": 13.25,
  "numCtsBuffers": 17,
  "drt-vias-per-instance": 5.39,
  "cts_tree": "done"
}
-- worst max-delay path, delay by kind of cell (launching register included) --
family / cells / cell delay [ns]
adders and majority gates: 8 / 3.50
buffers and inverters: 9 / 2.89
AOI/OAI and AO/OA: 10 / 2.49
and+or+nand+nor: 11 / 1.96
muxes: 3 / 1.28
xor gates and xnor gates: 3 / 0.46
DFF: 1 / 0.32
-- metal layers --
metal	vias to the layer above	wire length, µm	GRT usage [%]
li1	8012	-	-
met1	8060	25900	33.6
met2	601	26500	34.6
met3	46	5680	9.10
met4	0	806	2.64
met5	-	0	0.173
-- cell families after synthesis --
kind of cell    Yosys count
xor+xnor                102
mux                     108
flops                   162
buf+inv                 486
simple gates            635
fa+ha+maj               437
compound gates          467
-- placed cells by master, fill, tap and decap left out, types with 7 or more instances in the layout --
cell type        instances
or3_1                    9
nand2_1                170
a22oi_1                 13
mux2_2                  17
clkbuf_16               18
xor2_1                  35
inv_1                  392
nor2b_1                 28
buf_4                   44
xnor2_1                 67
mux4_2                  40
o2111ai_1                8
a31oi_1                  7
and3_1                  15
fa_1                   234
o21ai_2                  8
ha_1                   202
nor3_1                  37
o21a_1                  15
a21oi_1                217
nand2b_1                25
a21oi_2                 20
o22ai_1                  7
edfxtp_1               146
mux2i_1                 46
o21ai_1                 18
clkdlybuf4s50_1         23
and2_1                  28
a22o_1                  13
nand3_1                 21
o21ai_0                 50
dfxtp_1                 10
a211oi_1                12
a21o_1                  29
nor2_1                 274
-- cell type report --
cell class | instances | area [µm²]
clock buffers | 21 | 492
clock inverters | 11 | 100
fillers | 4987 | 30400
inverters | 394 | 1480
multi-input cells | 1749 | 15500
flip-flops and latches | 162 | 4740
well taps | 696 | 871
repair buffers | 67 | 561
-- through the flow --
step | instances | hold slack, ns
3_3_place_gp | 3068 | 0.361
6_report | 3100 | 0.376
5_1_grt | 3100 | 0.398
2_1_floorplan | 2397 | 0.333
3_5_place_dp | 3068 | 0.363
4_1_cts | 3100 | 0.382
-- report_power, final --
group | total, µW | leakage (µW) | internal (µW) | switching [µW]
combinational | 11.7 | 0.00886 | 5.11 | 6.53
sequential | 253 | 0.00146 | 253 | 0
clock | 224 | 0.000279 | 129 | 94.9
-- flip-flops by register name, indices dropped and copies added (netlist names), named ones only --
signal and flops:
is_inside 1, outer_counter 2, Cal_IsInside_counter 3, object_Y 10, geofence_X 60, object_X 10, geofence_counter 3, geofence_Y 60
state 5, inner_counter 2
-- worst max path at each step --
stage | startpoint | slack [ns] | cells after the start | to
4_1_cts | state[2]$_DFF_PP0_ | 15.79 | 44 | geofence_X[0][5]$_DFFE_PP_
6_report | state[2]$_DFF_PP0_ | 15.85 | 44 | geofence_X[1][5]$_DFFE_PP_
5_1_grt | state[2]$_DFF_PP0_ | 14.96 | 44 | geofence_X[1][3]$_DFFE_PP_
Power figures rest on the tool's default switching activity, not on a simulated workload.
